===== flow/run.sh =====
#!/bin/bash
# OpenROAD 26Q1-2900-gdf79404cd8, Yosys 0.63+post, stock flow scripts
make -C /OpenROAD-flow-scripts/flow DESIGN_CONFIG=/design/flow/config.mk WORK_HOME=/design/flow/orfs finish

===== flow/config.mk =====
export PLATFORM = sky130hd
export DESIGN_NAME = RGBDriver
export DESIGN_NICKNAME = RGBDriver
export VERILOG_FILES = /design/flow/design.v
export SDC_FILE = /design/flow/constraint.sdc
export NUM_CORES = 4
export LEC_CHECK = 1
export CORE_UTILIZATION = 40

===== flow/constraint.sdc =====
current_design RGBDriver

set clk_period 10.4
set clk_io_pct 0.2

create_clock -name clk0 -period $clk_period [get_ports {clock}]

set non_clock_inputs [all_inputs -no_clocks]
set_input_delay [expr $clk_period * $clk_io_pct] -clock clk0 $non_clock_inputs
set_output_delay [expr $clk_period * $clk_io_pct] -clock clk0 [all_outputs]

===== flow/design.v =====
`timescale 1ns / 1ps
module ClockDivider
    (
    input reset,
    input clock_in,
    input divisor,
    output clock_out
    );
    reg [31:0] count = 0;
    assign clock_out = (count > divisor / 2) ? 1 : 0;
    always @(posedge clock_in) begin
        if (!reset) begin
            count <= 0;
        end else begin
            count <= count + 1;
            if (count >= divisor - 1) begin
                count <= 0;
            end
        end
    end
endmodule
`timescale 1ns / 1ps
module IterativeCounter  #(parameter vector_leght = 64)
    (
    input  wire [vector_leght-1:0] vector_in,
    output wire [$clog2(vector_leght + 1) - 1:0] count_out
    );
    wire [$clog2(vector_leght + 1) - 1:0] vector [vector_leght-2:0];
    assign count_out = vector[vector_leght-2];
    generate
    for (genvar i = 0; i < vector_leght - 1; i = i + 1) begin
        if (i == 0)
            assign vector[i] = vector_in[i] + vector_in[i + 1];
        else
            assign vector[i] = vector[i - 1] + vector_in[i + 1];
    end
    endgenerate
endmodule
`timescale 1ns / 1ps
module PWM #(parameter max_counter = 100_000_000)
    (
    input clock,
    input reset,
    input [$clog2(max_counter + 1) - 1:0] duty,
    output pwm_out
    );
    localparam MAX_COUNT = $rtoi($floor($itor(max_counter))); 
    reg [$clog2(max_counter + 1) - 1:0] count = 0;
    always @(posedge clock) begin
        if (!reset) begin
            count = 0;
        end else begin
            if (count == MAX_COUNT) begin
                count = 0;
            end else begin
                count = count + 1;
            end
        end
    end
    assign pwm_out = (duty >= count);
endmodule
`timescale 1ns / 1ps
module RGBDriver
    #(parameter map_width = 8,
      parameter map_height = 8,
      parameter clock_frequency = 100_000_000,
      parameter pwm_frequency = 1_000)
    (
    input clock,
    input reset,
    input white,
    input [map_width * map_height - 1:0] state_in,
    output [2:0] rgb_out
    );
    localparam max_count = map_width * map_height; 
    localparam divisor = $rtoi($floor($itor(clock_frequency) / $itor(max_count * pwm_frequency * 10))); 
    wire [$clog2(max_count + 1) - 1 : 0] count;
    wire pwm_out;
    wire clock_divided;
    IterativeCounter #(.vector_leght(max_count)) counter_inst (
        .vector_in(state_in),
        .count_out(count)
    );
    ClockDivider clock_divider_inst (
        .divisor(divisor),
        .reset(reset),
        .clock_in(clock),
        .clock_out(clock_divided)
    );
    PWM #(.max_counter(max_count)) pwm_inst (
        .clock(clock_divided),
        .reset(reset),
        .duty(count),
        .pwm_out(pwm_out)
    );
    assign rgb_out[0] = white ? pwm_out : ~pwm_out;
    assign rgb_out[1] = white ? pwm_out : pwm_out;
    assign rgb_out[2] = white ? pwm_out : 0;
endmodule

==> impl_metrics.py <==
# Physical implementation metrics
metrics = {
    "sta": {
        "slew_violations": 0,
        "max_freq_mhz": 95.7,
        "rsz0062_at_grt": "yes",
        "finalClockSkew_ps": 5.44,
        "fin_hold_ws_ps": 498,
        "hold_violations": 0,
        "untimed_endpoints": 7,
        "setup_viol": 1,
        "post-route-period-util_pct": 100,
        "min_period_ps": 10450,
        "unclocked_regs": 7,
        "fin_ws_ps": -46.8,
        "maxSlewHeadroom_pct": 56.4,
        "worstMarginPinSlew_ps": 652,
    },
    "drt": {
        "drc_errors": 0,
        "dr.pass1.iters": 6,
        "detail-route-antenna-nets": 0,
        "wl_per_cell_um": 10.7,
        "vias_per_cell": 4.50,
        "routed_wl_um": 6400,
        "drt_iter0_markers": 43,
        "diodes": 0,
        "vias": 2696,
    },
    "clocking": {
        "clk_pin_slew_worst_paths_ps": 70,
        "clkLatencyLatePin_ps": 280,
        "cts_max_level": 2,
        "cts_hold_buf": 0,
        "cts_tree": "built",
        "cts_buffers": 5,
        "cts_buffer_depth": 2,
        "clock-root-buffer": "clkbuf_8",
    },
    "placed_design": {
        "hpwl_um": 5370,
        "gp_congestion": 0.823,
        "portBuffers": 69,
    },
    "synthesis": {
        "netlist_instances": 405,
        "synth_flops": 39,
        "edf_count": 0,
        "yosysUniqueCellTypes": 35,
        "ys_warn_count": 4,
        "ys.flop_type": "dfxtp_1",
        "yosys_area_um2": 3720,
        "synth_area_um2": 3720,
        "postSynthAreaPerCell_um2": 9.18,
        "async_flop_share_pct": 0,
        "seq_area_frac_synth_pct": 21.0,
        "ys_cells": 405,
    },
    "floorplan": {
        "num_rows": 34,
        "die_y_um": 98.4,
        "die_w_um": 98.4,
        "initCoreUtil_pct": 42.0,
        "dieArea_um2": 9690,
        "core_um2": 8850,
        "io_pins": 70,
    },
    "layout": {
        "layout-drive-gt1-share_pct": 17.7,
        "layout_top_cells": "89 x inv_1, 51 x fa_1, 45 x nor2_1, 39 x dfxtp_1, 34 x clkdlybuf4s50_1",
        "layout_top_cell": "inv_1",
        "final_util_pct": 53.6,
        "area_delta_synth_final_pct": 27.5,
        "fillCellCount": 811,
    },
    "global_route": {
        "met2_usage_pct": 22.6,
        "use_met3_pct": 1.88,
        "grt-ovfl-total": 0,
        "antenna_found_initial": 0,
        "grt_usage_pct": 14.6,
        "met1_usage_pct": 24.3,
        "grt_max_degree": 25,
        "busiest_layer": "met1",
        "grt_pass1_vias": 2625,
        "grt_pass1_wl_um": 11200,
    },
    "critical_path": {
        "start_kind": "input port",
        "crit_required_ps": 8320,
        "cp-end-kind": "output port",
        "cpMostUsedCell": "fa_1",
        "cp_max_fo": 2,
        "arrival_ps": 8370,
        "path_class": "input port to output port",
        "crit_slowest_cell": "fa_1",
        "max_stage_delay_ps": 540,
    },
    "job": {
        "warnings": 31,
        "cap_violations": 0,
    },
    "status": {
        "violations": "setup timing",
        "status": "finished with violations",
    },
    "worst_hold_path": {
        "hp-class": "flop to flop",
    },
}
## path summary, 6_finish.rpt
path	startpoint	endpoint	slack, ps	cells after the start
setup / recovery	state_in[43]	rgb_out[0]	-50	27
setup reg to reg	clock_divider_inst.count[0]	clock_divider_inst.count[6]	7980	6
hold / removal	clock_divider_inst.count[0]	clock_divider_inst.count[0]	500	1
hold reg to reg	clock_divider_inst.count[0]	clock_divider_inst.count[0]	500	1
## routing by layer
metal  vias to the layer above  routed length, µm
met5                         -                  0
met4                         0                 36
met3                         4                189
met2                        48               2830
met1                      1237               3340
li1                       1407                  -
## stage by stage
stage / cell area, µm² / instances / setup TNS (ps) / worst slack (ps)
floorplan: 3720 / 405 / 0 / 67.1
global placement: 4610 / 590 / -2420 / -991
detailed placement: 4610 / 590 / -2660 / -1070
CTS: 4680 / 598 / -688 / -285
global route: 4740 / 599 / -471 / -250
finish: 4740 / 599 / -46.8 / -46.8
## critical path, delay by kind of cell
kind	cells	cell delay (ps)
buf+inv	8	470
xor+xnor	1	60
fa+ha+maj	12	5000
compound gates	4	620
simple gates	2	120
## final cells by class
| type | instances | area (µm²) | area share [%] |
|---|---|---|---|
| timing repair buffer | 81 | 712 | 15.0 |
| sequential | 39 | 781 | 16.5 |
| tap | 108 | 135 | 2.85 |
| clock buffer | 6 | 82.6 | 1.74 |
| clock inverter | 2 | 10.0 | 0.211 |
| inverter | 111 | 417 | 8.79 |
| multi-input combinational | 252 | 2610 | 54.9 |
## sequential cells by signal (all words and copies together) (netlist names)
name / flops
clock_divider_inst.count: 32
pwm_inst.count: 7
## Yosys cell counts, drive strengths merged, types with 4 or more instances
cell type	n	area share, %
nand4	9	1.7
dfxtp	39	21
fa	54	29
and3	8	1.4
nor2	45	4.5
a21oi	5	0.67
xnor2	14	3.3
nand3	20	3.0
o21ai	6	1.1
a21o	4	0.81
inv	110	11
ha	28	9.4
nand2	14	1.6
xor2	22	5.2
nor4	9	2.3
## cell families after synthesis
family          after synthesis  share of synthesized area, %
fa+ha+maj                    82                          38.5
simple gates                115                          16.8
compound gates               19                          3.46
xor+xnor                     36                          8.48
flops                        39                          21.0
buf+inv                     114                          11.8
## repair_timing
item                       CTS  global route
setup endpoints to repair    3             3
resized                     72            59
setup buffers                0             1
pin swaps                   43            48
